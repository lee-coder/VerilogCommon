==> flow/design.v <==
module right_shiftreg(in, out, clk, en, clr); 
	parameter DEPTH = 9;  
	input in;
	output reg [DEPTH-1:0] out;
	input clk, en, clr;
	initial begin
		out = 0;
	end
	always @(posedge clk) begin
		if(clr == 1'b1) begin
			out <= 0;
		end 
		else if(en == 1'b1) begin
			out <= (out >> 1);
			out[DEPTH-1] <= in;
		end
	end
endmodule 
module uart_in(srl_in, data_out, clk, rst, new_byte_ready);
	parameter DIV_SIZE = 9600;
	input srl_in, clk, rst;
	output [7:0] data_out;
	output reg new_byte_ready;
	reg delay_en, delay_clr;
	reg bit_count_en, bit_count_clr; 
	reg shift_en, shift_clr;
	wire [31:0] delay_count;
	wire [7:0]  bit_count;
	up_counter #(32,((1<<32)-1)) delay_events(delay_en, delay_clr, delay_count, clk);
	up_counter bit_number(bit_count_en, bit_count_clr, bit_count, clk);
	right_shiftreg #(8) deserializer(srl_in, data_out, clk, shift_en, shift_clr);
	parameter init = 0, idle = 1, half_samp_delay = 2, samp_delay = 3;
	parameter sample = 4, set_status = 6, quick_clr = 7; 
	reg [4:0] state;
	initial begin 
		state = init;
	end 
	always @(posedge clk) begin 
		if(rst) state <= init;
		else case(state)
			init: state <= idle;
			idle: begin 
				if(srl_in == 1'b0) state <= half_samp_delay;
				else state <= idle;
			end 
			half_samp_delay: begin 
				if(delay_count >= (DIV_SIZE>>1) - 1) state <= quick_clr;
				else state <= half_samp_delay;
			end 
			quick_clr: state <= samp_delay;
			samp_delay: begin 
				if(delay_count >= DIV_SIZE) begin 
					if (bit_count == 8) state <= set_status;
					else state <= sample;
				end 
				else state <= samp_delay;
			end 
			sample: state <= samp_delay;
			set_status: state <= idle;
			default: state <= init; 
		endcase
	end
	always @* begin 
		if((state == half_samp_delay) || (state == samp_delay)) delay_en = 1;
		else delay_en = 0;
		if((state == half_samp_delay) || (state == samp_delay)) delay_clr = 0;
		else delay_clr = 1;
		if((state == sample)) bit_count_en = 1;
		else bit_count_en = 0;
		if((state == sample) || (state == samp_delay)) 
			bit_count_clr = 0;
		else bit_count_clr = 1;
		if(state == sample)	shift_en = 1;
		else shift_en = 0;
		if(state == half_samp_delay) shift_clr = 1;
		else shift_clr = 0;
		if(state == set_status) new_byte_ready = 1;
		else new_byte_ready = 0;
	end 
endmodule 
module up_counter(en, clr, count, clk);
	parameter WIDTH = 8;
	parameter MAX = (1 << WIDTH) - 1;
	input en, clr, clk;
	(* KEEP = "TRUE"*) 
	output reg [WIDTH-1:0] count;
	initial begin 
		count = 0;
	end
	always @(posedge clk) begin
		if(clr) begin
			count <= 0;
		end
		else if(en && (count < MAX)) begin
 			count <= count + 1;
		end
	end
endmodule
==> flow/run.sh <==
#!/bin/bash
# OpenROAD 26Q1-2900-gdf79404cd8, Yosys 0.63+post, stock flow scripts
make -C /OpenROAD-flow-scripts/flow DESIGN_CONFIG=/design/flow/config.mk WORK_HOME=/design/flow/orfs finish
==> flow/config.mk <==
export PLATFORM = sky130hd
export DESIGN_NAME = uart_in
export DESIGN_NICKNAME = uart_in
export VERILOG_FILES = /design/flow/design.v
export SDC_FILE = /design/flow/constraint.sdc
export NUM_CORES = 4
export LEC_CHECK = 1
export CORE_UTILIZATION = 50
==> flow/constraint.sdc <==
current_design uart_in

set clk_period 3.6
set clk_io_pct 0.2

create_clock -name clk0 -period $clk_period [get_ports {clk}]

set non_clock_inputs [all_inputs -no_clocks]
set_input_delay [expr $clk_period * $clk_io_pct] -clock clk0 $non_clock_inputs
set_output_delay [expr $clk_period * $clk_io_pct] -clock clk0 [all_outputs]
==> deck_impl_summary.md <==
Implementation Results

Clock tree
  • Post-CTS Setup Bufs: 0
  • CTS Hold Bufs: 0
  • CTS Buffer Depth: 2
  • TritonCTS Sinks: 51
  • CTS tree: yes
  • CTS buffer count: 5
  • Number of gates resized after cts: 0
  • Clk Tree Root Cell: clkbuf_8
  • CTS H-tree lvls: 2
  • Clock Pin Slew Worst Setup and Hold Paths: 90 ps
  • Latency at later pin: 300 ps

Synthesis
  • Yosys warns: 4
  • Avg Inst Size Synth: 8.12 um2
  • Share of synthesized registers carrying an async set or reset: 0%
  • Post-synth EDFFs: 0
  • # Cells Yosys: 318
  • Most frequent cells after synthesis: dfxtp_1 (51), a21oi_1 (30), nand2_1 (20), o21ai_0 (20), or3_1 (20)
  • Seq share, synth: 39.5%
  • Mapped cell area: 2580 um2
  • Ys flops: 51
  • Synth Flop Type: dfxtp_1
  • Chip Area, Yosys: 2580 um2
  • Count leader, synth: dfxtp_1
  • Syn Inst Count: 318
  • Cell area leaders: dfxtp_1 (40%), a21oi_1 (5.8%), a22o_1 (5.4%), or3_1 (4.8%), o21ai_0 (3.9%)
  • Area share, top type: 39.5%
  • Count of cell types in the netlist: 45
  • Area leader, netlist: dfxtp_1

Setup path
  • Worst Setup Path Type: reg -> out
  • CP max stage cell: dfxtp_1
  • Type of origin of the critical path: flop
  • CP Data Arrival Time: 1700 ps
  • Critical Path RT: 2880 ps
  • Crit. End Element: output port
  • CP max stage delay: 710 ps
  • Crit-path max FO: 21
  • Sequence of cells on the critical path: and3b_1 -> clkdlybuf4s50_1

GRT
  • Global route overflow: 0
  • Initial antenna violation count: 0
  • Largest net degree at the start of global routing: 32
  • Vias in the first global route: 1979
  • First-pass GRT wire length: 9.30 mm
  • All-Layer GR Usage: 22.3%

Placement
  • Port Buffer Count: 11
  • Worst slack, placed: 1280 ps
  • Hpwl dp: 3.66 mm
  • GPL Wtd Cong: 0.834

Flow run
  • Tool warning count: 30
  • Max-cap violations: 0

Floorplanning
  • I/O pins: 12
  • Chip width: 73.9 um
  • Floorplan core density: 53.3%
  • Vert. Die Dim: 73.9 um
  • DIE AREA: 5460 um2
  • FP Rows: 25
  • Core Area: 4850 um2

Layout
  • Area growth, synth to finish: 9.16%
  • Fraction of layout cells with a size suffix above 1: 4.36%

Power
  • Sw Ratio: 25.0%
  • Seq pwr share: 57.7%
  • Internal: 0.000772 W
  • Power Dens Cells: 365 nW/um2
  • VDD IR max: 0.255 mV
  • Leakage: 0.886 nW
  • Switching Power: 0.000257 W
  • Clock power frac: 34.6%
  • Gate power share: 7.7%

Routing
  • DRC: 0
  • Wirelength per Cell: 14.0 um
  • Pre-antenna DRT Iters: 4
  • Via density: 5.94
  • Iteration-0 DRC Markers: 118
  • Diodes inserted: 0
  • Post-route ant nets: 0
  • DR vias: 2303
  • Detailed-route wire length: 5.44 mm

Timing
  • Highest clock rate: 413 MHz
  • Setup_tns: 0 ps
  • Rel. slew slack: 36.6%
  • RSZ-0062 raised after global routing: no
  • Tmin final: 2420 ps
  • Setup Skew: 7.01 ps
  • Pins Over Slew Limit: 0
  • Hold Fails Final Rpt: 0
  • Final WS setup: 1180 ps
  • Final setup fails: 0
  • Period utilization: 67.3%
  • Worst slew pin tran: 944 ps

Min path
  • Worst min-delay path class: reg -> reg

Status
  • Status: complete, no violations
==> critical path: cells and delay by family (launching register included) <==
| family | cells | cell delay [ps] |
|---|---|---|
| flops | 1 | 710 |
| buf+inv | 1 | 460 |
| simple gates | 1 | 240 |
==> logic make-up (layout without fill, tap and decap cells) <==
group,count (synthesis),in the layout,synth area share [%]
mux,1,1,0.388
buf+inv,23,26,3.39
simple gates,141,141,30.0
flops,51,51,39.5
xor+xnor,6,6,2.03
compound gates,92,92,22.7
fa+ha+maj,4,4,1.94
==> cell usage in the layout, fill, tap and decap left out, types with 2 or more instances in the layout <==
cell and count:
a211o_1 2, a211oi_1 2, a21o_1 2, a21oi_1 30, a22o_1 16, a31oi_1 6
and3_1 4, and4_1 2, clkbuf_8 7, clkdlybuf4s50_1 11, dfxtp_1 51, ha_1 4
inv_1 6, nand2_1 20, nand2b_1 2, nand3_1 19, nand4_1 13, nor2_1 19
nor2b_1 2, nor3_1 13, nor4_1 6, o21ai_0 20, o31ai_1 7, or2_1 2
or2_2 3, or3_1 20, or4_1 9, xnor2_1 4, xor2_1 2
==> sequential cells by signal, summed over array words and instances (netlist names) <==
signal,cells
delay_events.count,32
bit_number.count,8
deserializer.out,8
state,3
==> metrics by stage <==
step	area, um2	total power (W)	hold slack (ps)	utilization [%]	instances
2_1_floorplan	2580	0.000667	450	-	318
3_3_place_gp	2720	0.000687	480	56.1	380
3_5_place_dp	2720	0.000687	488	56.1	380
4_1_cts	2820	0.00104	500	58.1	388
5_1_grt	2820	0.00108	525	58.1	388
6_report	2820	0.00103	501	58.1	388
==> metal layers <==
metal / up-vias / wire length (um) / track usage (%)
li1: 1215 / - / -
met1: 1049 / 2850 / 37.4
met2: 34 / 2350 / 33.0
met3: 5 / 194 / 2.77
met4: 0 / 43 / 1.92
met5: - / 0 / 0
==> area by class of cell <==
cell class	count	area, um2
Clock buffer	8	100
Fill cell	461	2030
Inverter	6	22.5
Multi-Input combinational cell	244	1470
Sequential cell	51	1020
Tap cell	67	83.8
Timing Repair Buffer	12	118
==> power groups by stage <==
stage         Combinational (W)  Sequential (W)  Clock (W)
finish                0.0000796        0.000594   0.000356
global route          0.0000900        0.000597   0.000391
CTS                   0.0000799        0.000594   0.000368
==> path summary, 6_finish.rpt <==
| kind | start | end | slack [ps] | cells past startpoint |
|---|---|---|---|---|
| hold / removal | bit_number.count[1] | bit_number.count[1] | 500 | 2 |
| setup / recovery | state[1] | new_byte_ready | 1180 | 2 |
| setup reg to reg | delay_events.count[18] | delay_events.count[6] | 1200 | 5 |
| hold reg to reg | bit_number.count[1] | bit_number.count[1] | 500 | 2 |
Power and IR drop assume default switching activity.
