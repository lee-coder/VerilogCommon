==> design.v <==
module sr_latch(in, out, clk, set, reset);
	parameter WIDTH = 8;
	input [WIDTH-1:0] in;
	output reg [WIDTH-1:0] out;
	input clk, set, reset;
	initial begin 
		out = 0;
	end
	always @(posedge clk) begin
		if(reset == 1'b1) out <= 0;
		else if(set == 1'b1) out <= in;
		else out <= out;
	end  
endmodule
module uart_out(data_in, ready, rst, tx, tx_done, clk);
	parameter BIT_SIZE = 10415;  
	parameter WORDSIZE = 8;
	input ready, clk, rst;
	input [WORDSIZE - 1:0] data_in;
	output reg tx, tx_done;
	wire [7:0] packet, packet_l;
	wire [10:0] final_packet;
	assign packet = data_in;
	assign final_packet = {1'b1, packet_l, 1'b0};
	reg latch_set, latch_reset;
	sr_latch #(8) latch_packet(packet, packet_l, clk, latch_set, latch_reset);
	wire [31:0] cycles;
	wire [3:0]  packet_pos; 
	reg baud_ctl_en, baud_ctl_clr, packet_cnt_en, packet_cnt_clr; 
	up_counter #(32, ((1<<32)-1)) baud_control(baud_ctl_en, baud_ctl_clr, cycles, clk);
	up_counter #(4,  ((1<< 4)-1)) packet_cnt(packet_cnt_en, packet_cnt_clr, packet_pos, clk);
	reg [2:0] state;
	parameter init = 0, wait_for_ready = 1, translate_input = 2, push = 3,
			 clock_wait = 4, done = 5;
	initial begin 
		state = init;
	end
	reg byte_done, bit_done;
	always @* begin
		if(packet_pos >= 10) byte_done = 1;
		else byte_done = 0;
		if(cycles >= BIT_SIZE) bit_done = 1;
		else bit_done = 0;
	end
	always @(posedge clk) begin 
		if(rst) state <= init;
		else begin 
		case(state)
			init: state <= wait_for_ready;
			wait_for_ready: begin 
				if(ready) state <= translate_input;
				else state <= wait_for_ready;
			end
			translate_input: state <= clock_wait;
			push: state <= clock_wait;
			clock_wait: begin 
				if(bit_done) begin 
					if(byte_done) state <= done;
					else state <= push;
				end
				else state <= clock_wait;
			end
			done: state <= wait_for_ready;
		endcase  
		end 
	end
	always @* begin 
		if(state == init) latch_reset = 1;
		else latch_reset = 0;
		if(state == translate_input) latch_set = 1;
		else latch_set = 0;
		if(state == push) packet_cnt_en = 1;
		else packet_cnt_en = 0;
		if((state == done) || (state == init)) packet_cnt_clr = 1;
		else packet_cnt_clr = 0; 
		if(state == clock_wait) baud_ctl_en = 1;
		else baud_ctl_en = 0;
		if(state == clock_wait) baud_ctl_clr = 0;
		else baud_ctl_clr = 1;
		if(state == done) tx_done = 1;
		else tx_done = 0;
		if(packet_pos >= 10) tx = 1;
		else if((state == push) || (state == clock_wait)) 
			tx = final_packet[packet_pos];
		else tx = 1;
	end
endmodule
module up_counter(en, clr, count, clk);
	parameter WIDTH = 8;
	parameter MAX = (1 << WIDTH) - 1;
	input en, clr, clk;
	(* KEEP = "TRUE"*) 
	output reg [WIDTH-1:0] count;
	initial begin 
		count = 0;
	end
	always @(posedge clk) begin
		if(clr) begin
			count <= 0;
		end
		else if(en && (count < MAX)) begin
 			count <= count + 1;
		end
	end
endmodule
==> run.sh <==
#!/bin/bash
# OpenROAD 26Q1-2900-gdf79404cd8, Yosys 0.63+post, stock flow scripts
make -C /OpenROAD-flow-scripts/flow DESIGN_CONFIG=/design/flow/config.mk WORK_HOME=/design/flow/orfs finish
==> config.mk <==
export PLATFORM = sky130hd
export DESIGN_NAME = uart_out
export DESIGN_NICKNAME = uart_out
export VERILOG_FILES = /design/flow/design.v
export SDC_FILE = /design/flow/constraint.sdc
export NUM_CORES = 4
export LEC_CHECK = 1
export CORE_UTILIZATION = 30
==> constraint.sdc <==
current_design uart_out

set clk_period 5.6
set clk_io_pct 0.2

create_clock -name clk0 -period $clk_period [get_ports {clk}]

set non_clock_inputs [all_inputs -no_clocks]
set_input_delay [expr $clk_period * $clk_io_pct] -clock clk0 $non_clock_inputs
set_output_delay [expr $clk_period * $clk_io_pct] -clock clk0 [all_outputs]
==> results.txt <==
First-pass GRT wire length: 8420 um
Critical-path maximum fanout: 32
Dominant flop cell: dfxtp_1
Clock root buffer master: clkbuf_8
Yosys stat chip area: 2450 um^2
Post-route DRC: 0
Leak: 0.840 nW
Register bit total from synthesis: 47
Maxcap violations: 0
Crit path to: tx
DIE HEIGHT: 92.4 um
Synthesized area per cell: 8.04 um^2
Critical path startpoint category: register
CP Cell Sequence: inv_1, nand3_1, buf_4, nand2_1, o21ai_0, clkdlybuf4s50_1
Reg clk slew, reported paths: 0.09 ns
Tcrit/Tclk final: 0.592
Reg2reg path depth: 6
CTS buffer count: 5
Final Util: 0.348
1st-iter DRT viols: 143
Req. time, crit path: 4.48 ns
R2r setup slk: 3.34 ns
Number of enable flip-flop cells: 0
OpenROAD warnings: 26
Ys cells: 305
Core Util at FP: 0.314
Ys Warns: 4
Hold_buf cts: 0
Minimum clock period: 3.32 ns
CP max stage delay: 0.61 ns
Fin. max-slew vios: 0
Setup TNS: 0 ns
Core ar.: 7810 um^2
Max Clk Rate: 302 MHz
Diodes inserted: 0
Biggest area cells: dfxtp_1, nand2_1, a21oi_1
DR WL/cell: 11.8 um
Hold Fails Final Rpt: 0
Worst slew pin tran: 0.709 ns
Slowest CP cell: dfxtp_1
Area leader, netlist: dfxtp_1
Max_slew headroom: 0.523
PwrDens: 217 nW/um^2
Die X: 92.4 um
Crit Reg-Reg Endpoint: baud_control.count[16]
Routability Congestion: 0.809
Area leader share: 0.383
Post-DP HPWL: 3400 um
Total grt overflow: 0
Commonest cells in the synthesized netlist: dfxtp_1, nand2_1, a21oi_1, nor2_1, o21ai_0
CTS tree: built
Post-cts repair resize count: 0
Post-synth seq share: 0.383
Design Area, Final: 2720 um^2
Worst clock skew: 0.00989 ns
Critical Path Sink Type: output port
Port Buf Inserts: 12
Initial antenna violation count: 0
CP startpoint: state[1]
Via Count: 2112
Chip area: 8540 um^2
Pin count of the biggest net entering global routing: 33
Vias in the first global route: 1774
Hold Crit Class: reg2reg
Unrepaired setup endpoints after global routing: false
Bufs and invs on worst path: 3
FP Rows: 32
Via density: 5.13
Count leader, synth: dfxtp_1
Pre-antenna DRT Iters: 4
CTS sink count: 47
Post-synthesis cell type count: 48
Worst R2R Start: baud_control.count[0]
Stages on the worst setup path: 6
Post-synthesis instance area: 2450 um^2
Setup Fix Bufs, Post-CTS: 0
Status: complete, no violations
Share of cells above drive strength 1: 0.0871
DRT antenna net count: 0
P&R area growth vs syn: 10.9%
Global Route Usage Sum: 0.120
Drt total wl: 4860 um
Placed instance area: 2630 um^2
Synthesized instance count: 305
Final setup violation count: 0
Share of flip-flops with an asynchronous set or reset: 0
IO Pins: 13
Arrival @ worst endpoint: 2.20 ns
Clk buf depth: 2
VDD IR max: 0.0000941 V
Worst Setup Path Type: reg2out
Cell family with most CP delay: buffers and inverters
Clk latency of the worst-skew pair: 0.30 ns
CTS H-tree lvls: 2
Filler cells: 792
worst min path at each step:
stage	slack, ns	endpoint	from	depth (start not counted)
after global routing	0.49	latch_packet.out[1]	latch_packet.out[1]	2
after CTS	0.47	latch_packet.out[1]	latch_packet.out[1]	2
final	0.47	latch_packet.out[7]	latch_packet.out[7]	2
cells in the final DEF, fill, tap and decap left out, types with 3 or more instances in the layout:
cell,count
and4_1,5
nor3_1,5
nor2_1,23
nor4_1,8
clkbuf_8,6
xnor2_1,8
nand3_1,11
nand2_1,42
dfxtp_1,47
a21oi_1,27
a31o_2,7
or3_1,9
a31oi_1,4
nand4_1,8
nor2b_1,3
a211oi_1,3
ha_1,3
inv_1,10
o21ai_0,22
o31ai_1,4
or4_1,6
clkdlybuf4s50_1,12
registers in the layout, summed over array words and instances, names as in the netlist:
register,count
state,3
latch_packet.out,8
baud_control.count,32
packet_cnt.count,4
through the flow:
stage          hold WS, ns  total power [mW]  worst slack [ns]  instances
2_1_floorplan        0.417             0.369              3.33        305
3_3_place_gp         0.437             0.381              2.65        404
3_5_place_dp         0.443             0.381              2.63        404
4_1_cts              0.465             0.597              2.25        412
5_1_grt              0.488             0.620              2.03        412
6_report             0.466             0.590              2.28        412
worst register-to-register path, cell delays in order (launching register included):
cell     delay, ns
dfxtp_1       0.39
ha_1          0.37
nand2_1       0.08
or4_1         0.57
a21oi_1       0.41
a21oi_1       0.13
a31o_2        0.22
layer usage:
layer  track usage  part of all wire
met4        0.0117            0.0066
met3        0.0184             0.031
met1         0.193              0.52
met5             0                 0
met2         0.178              0.44
where the power goes:
part	total (mW)	switching, mW	internal [mW]
logic	0.0288	0.0146	0.0141
registers	0.345	0.00600	0.339
clock network	0.217	0.115	0.101
total	0.590	0.136	0.454
cell families (layout without fill, tap and decap cells):
kind of cell | Yosys count | after routing | synth area share
buf+inv | 26 | 31 | 0.0495
fa+ha+maj | 3 | 3 | 0.0153
xor+xnor | 10 | 10 | 0.0357
compound gates | 77 | 77 | 0.196
mux | 3 | 3 | 0.0173
flops | 47 | 47 | 0.383
simple gates | 139 | 139 | 0.303
cell type report:
type	instances	area (um^2)	area share
clock buffer	7	86.3	0.0317
clock inverter	1	8.76	0.00322
inverter	10	37.5	0.0138
multi-input combinational	232	1390	0.511
sequential	47	941	0.346
tap	102	128	0.0469
timing repair buffer	13	128	0.0469
Power and IR drop assume default switching activity.
