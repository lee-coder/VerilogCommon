## design.v

```verilog
module simple_ram(mem_bus_in, mem_bus_out, address, r_e, w_e, clk);
	parameter BYTE_W = 8;
	parameter ADDR_W = 8;
	parameter NUM_ADDR = 1 << ADDR_W;
	input [BYTE_W - 1:0] mem_bus_in;
	output reg [BYTE_W - 1:0] mem_bus_out;
	input [ADDR_W - 1:0] address;
	input r_e, w_e; 
	input clk;
	tri [BYTE_W - 1: 0] mem_bus;
	reg [BYTE_W - 1:0] mem_storage [0:NUM_ADDR - 1];
	always @(posedge clk) begin
		if(w_e) mem_storage[address] <= mem_bus_in;
		else if(r_e) mem_bus_out <= mem_storage[address];
		else mem_bus_out <= 0;
	end
endmodule  
```

## run.sh

```bash
#!/bin/bash
# OpenROAD 26Q1-2900-gdf79404cd8, Yosys 0.63+post, stock flow scripts
make -C /OpenROAD-flow-scripts/flow DESIGN_CONFIG=/design/flow/config.mk WORK_HOME=/design/flow/orfs finish
```

## config.mk

```make
export PLATFORM = sky130hd
export DESIGN_NAME = simple_ram
export DESIGN_NICKNAME = simple_ram
export VERILOG_FILES = /design/flow/design.v
export SDC_FILE = /design/flow/constraint.sdc
export NUM_CORES = 4
export LEC_CHECK = 1
export CORE_UTILIZATION = 50
```

## constraint.sdc

```tcl
current_design simple_ram

set clk_period 21.4
set clk_io_pct 0.2

create_clock -name clk0 -period $clk_period [get_ports {clk}]

set non_clock_inputs [all_inputs -no_clocks]
set_input_delay [expr $clk_period * $clk_io_pct] -clock clk0 $non_clock_inputs
set_output_delay [expr $clk_period * $clk_io_pct] -clock clk0 [all_outputs]
```

==> job_summary.md <==
### Flow metrics

| Metric | Value |
|---|---|
| Mux frac, synth | 14.3% |
| Slowest cell on crit path | buf_4 |
| Initial antenna violation count | 4 |
| Yosys chip area | 80400 um2 |
| Vias | 39900 |
| VDD IR max | 82.4 uV |
| Clock Skews | 36.4 ps |
| Setup Buffers After CTS | 0 |
| Worst Path Max Fanout | 50 |
| Critical Path Sink Type | register |
| Layout cells sized above 1 | 19.0% |
| Sequential fraction of the synthesis area | 76.8% |
| Die width | 403 um |
| CTS Buffer Depth | 3 |
| PwrDens | 91.0 nW/um2 |
| Max-slew violation count | 0 |
| Post-route ant nets | 0 |
| Die height | 403 um |
| Buffer and inverter count on the worst path | 6 |
| # hold bufs at CTS | 0 |
| Sequential Area | 61700 um2 |
| WP data arrival | 9470 ps |
| Final Hold Fails | 0 |
| Max-capacitance violation count | 0 |
| Cell taking the most area after synthesis | edfxtp_1 |
| Aoi share | 3.80% |
| Number of buffers added on ports | 26 |
| Max Clock Freq | 112 MHz |
| RSZ-0062 raised after global routing | no |
| Mapped Area | 80400 um2 |
| 1st-pass router iterations | 6 |
| Number of remaining DRC errors | 0 |
| Yosys adder share | 0% |
| Most frequent cell after synthesis | edfxtp_1 |
| Core area | 159000 um2 |
| R2R Path Start | mem_storage[103][1]$_DFFE_PP_ |
| Final critical-path required period | 8940 ps |
| Post-DP HPWL | 121000 um |
| All-layer global routing usage | 28.3% |
| Worst Hold Launch | mem_storage[158][2]$_DFFE_PP_ |
| Clk ins delay skew pair | 810 ps |
| Gate Area | 17200 um2 |
| GR Overflow Total | 0 |
| Yosys simple share | 3.24% |
| Fill cells | 11600 |
| Tool Warnings | 32 |
| Critical Path Start | address[0] |
| Most used cell, CP | buf_4 |
| Avg Cell Area, Syn | 19.8 um2 |
| Initial Util | 50.6% |
| Core Rows | 146 |
| Pin count of the biggest net entering global routing | 122 |
| Htree depth | 4 |
| EDFF count, synth | 2056 |
| Synth flops | 2056 |
| Fin Setup TNS | 0 ps |
| Top cells, area | edfxtp_1 77%, mux4_2 9.2%, mux2i_1 5.0%, nor2_1 1.3%, a22oi_1 1.2% |
| Area leader share | 76.8% |
| Critical Path RT | 21920 ps |
| Place WS | 11540 ps |
| Status | finished, final reports clean |
| CP delay by family, top | buffers and inverters |
| Io pins | 27 |
| Distinct cells, synth | 54 |
| DR vias/cell | 6.14 |
| Dominant combinational family | multiplexers |
| Async SR Flop Fraction | 0% |
| Startpoint types | primary input |
| Synth Area in XOR/XNOR | 0% |
| First DRT Iteration DRCs | 2547 |
| CP Class | in2reg |
| Setup Viol. Count Final | 0 |
| Drt total wl | 200000 um |
| Mapped Cells | 4068 |
| YS warnings | 1 |
| Total die area | 162000 um2 |
| RD Place Congestion | 0.899 |
| Worst Max-Slew Pin Slew | 1230 ps |
| Vias in the first global route | 42900 |
| Layout area overhead | 11.6% |
| CTS root buffer | clkbuf_16 |
| CTS sink count | 2056 |
| Top cells by count | 2056 x edfxtp_1, 400 x mux2i_1, 330 x mux4_2 |
| CTS tree | built |
| Reg clk slew, reported paths | 60 ps |
| Hold Crit Class | reg2reg |
| Cycle use final | 41.8% |
| Rel. slew slack | 17.7% |
| Yosys stat cell total | 4068 |
| Global-route wire length before repair | 293000 um |
| Max incr delay on CP | 670 ps |
| Final setup margin | 12460 ps |
| CP cell instances | buf_8 > buf_4 > buf_4 > buf_4 > buf_4 > buf_4 > mux2_2 > o21ai_0 > a21oi_1 > o21ai_0 > o21ai_0 > o31ai_1 > a211oi_1 |
| Post-CTS sizing | 0 |
| Main flop type | edfxtp_1 |
| Fin util | 56.5% |
| Wire length per cell | 30.8 um |
| CTS Buf Count | 203 |
| Final Power | 8170 uW |
| Lkg Pwr | 0.0287 uW |
## kinds of logic (layout without fill, tap and decap cells)
kind of cell,count (synthesis),after routing
mux,736,736
simple gates,577,577
compound gates,442,442
buf+inv,257,621
other cells,0,2
flops,2056,2056
## final timing paths
path	to	slack (ps)	cells after the start
min	mem_bus_out[2]$_SDFFCE_PN0N_	1030	5
max reg2reg	mem_bus_out[1]$_SDFFCE_PN0N_	17950	6
max	mem_bus_out[2]$_SDFFCE_PN0N_	12460	13
min reg2reg	mem_bus_out[2]$_SDFFCE_PN0N_	1030	5
## sequential cells by signal (all words and copies together), names as in the netlist
name / count
mem_bus_out: 8
mem_storage: 2048
## final cells by class
| cell class | count | area share [%] |
|---|---|---|
| Clock inverter | 108 | 0.849 |
| Timing Repair Buffer | 247 | 2.23 |
| Tap cell | 2072 | 2.89 |
| Clock buffer | 265 | 6.04 |
| Inverter | 1 | 0.00418 |
| Multi-Input combinational cell | 1755 | 19.2 |
| Sequential cell | 2056 | 68.8 |
| Antenna cell | 2 | 0.00558 |
## power breakdown
part / internal (uW) / switching, uW / total, uW
Combinational: 131 / 271 / 402
Sequential: 4440 / 3.57 / 4440
Clock: 1860 / 1460 / 3320
Total: 6430 / 1730 / 8170
## layout by cell type, fill, tap and decap left out, drive strengths merged, types with 11 or more instances in the layout
cell / n
nor3: 37
o2111a: 12
a21oi: 45
nand3: 82
o21ai: 60
nor2b: 21
o22ai: 99
clkinv: 94
mux4: 330
a22oi: 124
edfxtp: 2056
clkbuf: 265
a211oi: 19
nand2: 83
a221oi: 22
a31oi: 11
nor2: 278
clkdlybuf4s50: 12
a22o: 14
and3: 15
nand4: 12
mux2i: 400
buf: 235
## per-stage QoR
step	cell area, um2	instances	hold slack [ps]
floorplan	80400	4068	928
global placement	83600	6131	1020
detailed placement	83600	6131	1030
CTS	89700	6504	1030
global route	89700	6504	1120
finish	89800	6506	1030
## worst min-delay path, stage by stage, from the launching register on
cell and delay [ps]:
edfxtp_1 310, mux4_2 240, nand2_1 70, nand4_1 90, nor3_1 50, a211oi_1 150
## layer usage
metal	up-vias	track usage [%]	share of wire, %
met3	310	19.9	17
met1	20100	40.7	35
met4	14	5.70	2.5
met5	-	1.81	0.21
met2	2338	39.2	46
li1	17200	-	-
No activity file was given, so power comes from the tool's default toggle rates.
